<file path="config.mk">
export PLATFORM = sky130hd
export DESIGN_NAME = encoder
export DESIGN_NICKNAME = encoder
export VERILOG_FILES = /design/flow/design.v
export SDC_FILE = /design/flow/constraint.sdc
export NUM_CORES = 4
export LEC_CHECK = 1
export CORE_AREA = 10 10 101 101
export DIE_AREA = 0 0 111 111
</file>
<file path="constraint.sdc">
current_design encoder

set clk_period 1.8
set clk_io_pct 0.2

create_clock -name clk0 -period $clk_period [get_ports {clk}]

set non_clock_inputs [all_inputs -no_clocks]
set_input_delay [expr $clk_period * $clk_io_pct] -clock clk0 $non_clock_inputs
set_output_delay [expr $clk_period * $clk_io_pct] -clock clk0 [all_outputs]
</file>
<file path="design.v">
module encoder (
    input  logic        clk,
    input  logic        rst,
    input  logic        data_in,
    input  logic        in_enable,
    output logic        out_enable,
    input  logic [1:0]  constraint_sel,
    output logic        encoded_out0,
    output logic        encoded_out1
);
    logic [2:0] shift_reg3bit;
    logic [3:0] shift_reg4bit;
    logic [4:0] shift_reg5bit;
    logic [6:0] shift_reg7bit;
    logic out_d, encoded_out0_comb, encoded_out1_comb;
    localparam [2:0] G0_3bit = 3'b111;   
    localparam [2:0] G1_3bit = 3'b101;   
    localparam [3:0] G0_4bit = 4'b1101;
    localparam [3:0] G1_4bit = 4'b1111;
    localparam [4:0] G0_5bit = 5'b11011;
    localparam [4:0] G1_5bit = 5'b11111;
    localparam [6:0] G0_7bit = 7'b1111001;
    localparam [6:0] G1_7bit = 7'b1010111;    
    always_ff @(posedge clk or posedge rst) begin
        if (rst) begin
            shift_reg3bit <= 3'b0;
            shift_reg4bit <= 4'b0;
            shift_reg5bit <= 5'b0;
            shift_reg7bit <= 7'b0;
            out_enable <= 1'b0;
            encoded_out0 <= 1'b0;
            encoded_out1 <= 1'b0;
        end else begin
            if (in_enable) begin
                out_enable <= 1'b0;
                case (constraint_sel)
                    2'b00: begin
                        shift_reg3bit <= {data_in, shift_reg3bit[2:1]};
                    end
                    2'b01: begin
                        shift_reg4bit <= {data_in, shift_reg4bit[3:1]};
                    end
                    2'b10: begin
                        shift_reg5bit <= {data_in, shift_reg5bit[4:1]};
                    end
                    2'b11: begin
                        shift_reg7bit <= {data_in, shift_reg7bit[6:1]};
                    end
                endcase
            end else begin
                out_enable <= out_d;
            end
            encoded_out0 <= encoded_out0_comb;
            encoded_out1 <= encoded_out1_comb;
        end
    end
    always_comb begin
        encoded_out0_comb = 1'b0;
        encoded_out1_comb = 1'b0;
        out_d = 1'b0;
        case (constraint_sel)
            2'b00: begin
                encoded_out0_comb = ^(shift_reg3bit & G0_3bit);
                encoded_out1_comb = ^(shift_reg3bit & G1_3bit);
                out_d = 1'b1;
            end
            2'b01: begin
                encoded_out0_comb = ^(shift_reg4bit & G0_4bit);
                encoded_out1_comb = ^(shift_reg4bit & G1_4bit);
                out_d = 1'b1;
            end
            2'b10: begin
                encoded_out0_comb = ^(shift_reg5bit & G0_5bit);
                encoded_out1_comb = ^(shift_reg5bit & G1_5bit);
                out_d = 1'b1;
            end
            2'b11: begin
                encoded_out0_comb = ^(shift_reg7bit & G0_7bit);
                encoded_out1_comb = ^(shift_reg7bit & G1_7bit);
                out_d = 1'b1;
            end
        endcase
    end
endmodule
</file>
<file path="run.sh">
#!/bin/bash
# OpenROAD 26Q1-2900-gdf79404cd8, Yosys 0.63+post, stock flow scripts
make -C /OpenROAD-flow-scripts/flow DESIGN_CONFIG=/design/flow/config.mk WORK_HOME=/design/flow/orfs finish
</file>
==> changes_impl.md <==
### Changed

* Largest non-sequential cell family by area: multiplexers
* Max Cap Violations at 0
* Fraction of synthesized cell area in xor and xnor cells at 0.1294
* TritonCTS clock tree: done
* Number of cells in the finished layout apart from fillers at 195
* Antenna-violating nets left at 0
* Vias in the first global route at 608
* Root cell of the clock tree: sky130_fd_sc_hd__clkbuf_8
* # port buffers at 8
* Final Wtd Congestion at 0.7338
* Number of vias in the routed layout at 570
* Tool warnings at 25
* Overall power at 0.001901 W
* Maximum resistive drop on vdd at 345.0 uV
* Total antenna diodes in the routed design at 0
* AND-OR/OR-AND Cells, Area Fraction at 0.02442
* Post-layout minimum cycle time at 1.519 ns
* Final Core Density at 0.1646
* Setup CP Type: in2reg
* Post-synthesis simple-gate area fraction at 0.05006
* Dominant cells by area after synthesis: sky130_fd_sc_hd__dfrtp_1 (54%), sky130_fd_sc_hd__mux2_2 (16%), sky130_fd_sc_hd__xnor2_1 (6.8%)
* Switching part of the total at 0.2799
* Flip-flop and latch count after synthesis at 22
* Antenna violations before repair at 0
* Peak Freq at 0.6582 GHz
* Post-synthesis mux area share at 0.2430
* Finish-stage setup viols at 0
* Post-route fraction of the period consumed by the critical path at 0.8441
* Detailed-route vias per instance at 2.923
* Clock insertion delay at the later pin of the skew report at 0.25 ns
* Slew at the pin with the worst max-slew slack at 0.3548 ns
* Total iterations of the first detailed-routing run at 4
* Most repeated cell in the gate-level netlist after synthesis: sky130_fd_sc_hd__dfrtp_1
* Number of primary I/O pins at 9
* Max Transition Viols Final at 0
* Count of mapped cells out of synthesis at 72
* First DRT Iteration DRCs at 18
* Worst setup EP type: register
* Setup skew after layout at 0.003045 ns
* Chip area at 0.01232 sq mm
* Placeable core area at 0.008134 sq mm
* Drc violations at 0
* Chip Height at 111 um
* Clock Path Buffers at 2
* Cell area reported after detailed placement at 0.001284 sq mm
* Area of all placed cells without fillers at 0.001339 sq mm
* GRT Util Overall at 0.02913
* Setup repair after global routing missed its margin: false
* Worst path required time at 1.95 ns
* Internal power summed over all cells at 0.001369 W
* CP arrival at 1.66 ns
* Pin count of the biggest net entering global routing at 23
* Synth-to-layout area growth at 30.65%
* Lkg Pwr at 0.5694 nW
* Number of gates resized after CTS at 0
* Number of cell instances after yosys synthesis at 72
* HPWL after DPL at 1372 um
* Fp util at 0.1260
* EDFF count, synth at 0
* Layout cell share with drive strength beyond 1 at 0.3556
* Residual overflow from global routing at 0
* Clock slew at the register clock pins of the worst setup and hold paths at 0.08 ns
* Path category of the worst min-delay check: in2async
* Cell area after technology mapping at 0.001025 sq mm
* Adder and majority cell fraction of the synthesized area at 0
* Number of hold buffers added after cts at 0
* DR WL/cell at 9.031 um
* Chip area in the Yosys report at 0.001025 sq mm
* Async set-reset flop share out of synthesis at 1.000
* Crit Path Max Fanout at 5
* Startpoint Class: input pin
* Predominant post-synthesis flop cell: sky130_fd_sc_hd__dfrtp_1
* Yosys warning total at 1
* Synth cell count leaders: sky130_fd_sc_hd__dfrtp_1 (22), sky130_fd_sc_hd__mux2_2 (15), sky130_fd_sc_hd__xnor2_1 (8), sky130_fd_sc_hd__mux2_4 (4), sky130_fd_sc_hd__nand3_1 (3)
* Max-Slew Margin vs Limit at 0.7628
* Result of the run: completed
* Number of core rows at 33
* Share of power burned in the clock network at 0.179
* Switching power of the nets at 0.0005321 W
* Library cell with the largest summed area after synthesis: sky130_fd_sc_hd__dfrtp_1
* First-pass GRT wire length at 2980 um
* Sequential Power Share at 0.431
* H-tree Lvls at 1
* Number of hold violations in the final report at 0
* Combinational group share of total power at 0.390
* Area share of the largest cell type after synthesis at 0.5372
* Total routed wirelength at 1761 um
* Number of CTS-inserted buffers at 3
* Synth Seq Share at 0.5372
* Post-CTS Repair Setup Buffers at 0
* Total number of clock tree sinks at 22
* Die span in x at 111 um
* # placed instances at 191
* Pwr per Cell Area at 1420 mW/mm^2
* Number of library cell types mapped by synthesis at 20
* Mapped Avg Cell Area at 14.23 sq um
## power groups by stage
| stage | Sequential, W | Clock [W] | Combinational [W] |
|---|---|---|---|
| 5_1_grt | 0.000847 | 0.000381 | 0.000826 |
| 6_report | 0.000820 | 0.000340 | 0.000741 |
| 4_1_cts | 0.000821 | 0.000356 | 0.000751 |
## per-stage QoR
stage	TNS [ns]	hold WS (ns)	setup slack, ns
after floorplan	0	0.3492	0.4211
after global placement	-0.07465	0.5118	-0.02750
after detailed placement	-0.001213	0.5063	-0.001213
after CTS	0	0.4499	0.2698
after global routing	0	0.5103	0.2070
final	0	0.4436	0.2806
## layout make-up
class / count / area [sq um]
Clock buffer: 4 / 55.05
Fill cell: 866 / 6795
Inverter: 3 / 11.26
Multi-Input combinational cell: 46 / 457.9
Sequential cell: 22 / 550.5
Tap cell: 105 / 131.4
Timing Repair Buffer: 15 / 132.6
## cell usage in the layout, fill, tap and decap left out, drive strengths merged
cell / n
clkbuf: 4
xnor3: 2
mux2i: 2
nand2b: 1
or3: 2
a21oi: 2
buf: 7
dfrtp: 22
inv: 3
o21ai: 1
nand2: 1
xor2: 2
nand3: 3
clkdlybuf4s50: 8
nor3: 1
mux2: 19
o311a: 1
xnor2: 8
nor2: 1
## cells by family (layout without fill, tap and decap cells)
kind of cell,Yosys count,after routing
compound gates,4,4
xor+xnor,12,12
buf+inv,4,22
flops,22,22
mux,21,21
simple gates,9,9
## registers in the layout, summed over array words and instances, names as in the netlist
signal and count:
shift_reg7bit 7, shift_reg5bit 5, shift_reg4bit 4, shift_reg3bit 3, encoded_out0 1, encoded_out1 1, out_enable 1
## path summary, 6_finish.rpt
kind                                   start               end  slack [ns]  cells after the start
hold reg to reg             shift_reg7bit[0]  shift_reg7bit[0]        0.52                      1
max in group asynchronous                rst  shift_reg4bit[3]        1.13                      3
setup reg to reg            shift_reg4bit[2]      encoded_out1        0.33                      4
min in group clk0           shift_reg7bit[0]  shift_reg7bit[0]        0.52                      1
hold / removal                           rst  shift_reg5bit[4]        0.44                      3
setup / recovery           constraint_sel[0]  shift_reg3bit[1]        0.28                      5
## metal layers
| metal | vias up | track usage | wire (um) |
|---|---|---|---|
| met1 | 270 | 0.04245 | 927 |
| met4 | 0 | 0.001736 | 10 |
| li1 | 284 | - | - |
| met2 | 14 | 0.03695 | 670 |
| met3 | 2 | 0.01752 | 153 |
| met5 | - | 0 | 0 |
## worst max-delay path: stages
cell and delay [ns]:
sky130_fd_sc_hd__clkdlybuf4s50_1 0.44, sky130_fd_sc_hd__buf_4 0.16, sky130_fd_sc_hd__nor3_1 0.22, sky130_fd_sc_hd__buf_4 0.16
sky130_fd_sc_hd__mux2_2 0.32
Power figures rest on the tool's default switching activity, not on a simulated workload.
